[./run.sh]
#!/bin/bash
# OpenROAD 26Q1-2900-gdf79404cd8, Yosys 0.63+post, stock flow scripts
make -C /OpenROAD-flow-scripts/flow DESIGN_CONFIG=/design/flow/config.mk WORK_HOME=/design/flow/orfs finish
[./config.mk]
export PLATFORM = sky130hd
export DESIGN_NAME = ALU
export DESIGN_NICKNAME = ALU
export VERILOG_FILES = /design/flow/design.v
export SDC_FILE = /design/flow/constraint.sdc
export NUM_CORES = 4
export LEC_CHECK = 1
export CORE_AREA = 10 10 93 93
export DIE_AREA = 0 0 103 103
[./constraint.sdc]
current_design ALU

set clk_period 12.0
set clk_io_pct 0.2

create_clock -name clk0 -period $clk_period

set non_clock_inputs [all_inputs -no_clocks]
set_input_delay [expr $clk_period * $clk_io_pct] -clock clk0 $non_clock_inputs
set_output_delay [expr $clk_period * $clk_io_pct] -clock clk0 [all_outputs]
[./design.v]
module ALU (out, in1, in2, addsub);
  input [15:0] in1, in2;
  input addsub;
  output reg [15:0] out;
  always @ (*)
    begin
      if (addsub == 0) out = in1 - in2;
      else out = in1 + in2;
    end
endmodule
==> results.yml <==
# flow metrics
power_and_ir_drop:
  power.share.combinational_pct: 100.0
  power.density_nw_per_um2: 66.81
  leakagePower_nw: 0.6625
  switching_share_pct: 40.84
  clkPwrFrac_pct: 0
  seqPwrFrac_pct: 0
  power.switching_mw: 0.04537
  intPower_mw: 0.06572
  ir_drop_mv: 0.01568
synth:
  fa_ha_area_share_pct: 23.95
  top_cells_by_count: "a21oi_1 (19), ha_1 (19), nor2_1 (15), xor2_1 (15)"
  synth-simple-area-share_pct: 20.81
  syn_area_um2: 1076
  xor_share_pct: 22.67
  synth.distinct_cells: 34
  topCellsByArea: "ha_1 (22%), xor2_1 (12%), xnor2_1 (9.0%)"
  yosys_area_um2: 1076
  yosysTopAreaCellShare_pct: 22.09
  yosys.area.top_type: "ha_1"
  topCombFamilyByArea: "AND-OR/OR-AND gates"
  postSynthCellCount: 150
  synthAoiAreaFrac_pct: 28.02
  ys_cells: 150
  synth_warnings: 1
  ys_seq_share_pct: 0
  avgSynthCellArea_um2: 7.174
  mux_area_share_pct: 1.047
final_timing:
  rsz0062_at_grt: "no"
  finalCritPeriodShare_pct: 70.08
  final.setup.tns_ns: 0
  relSlewSlack_pct: 59.79
  min_period_ns: 8.409
  fin_ws_ns: 3.591
  hold_violations: 0
  max_freq_ghz: 0.1189
  setup_viol_count_final: 0
  slew_viol_final: 0
  worstMarginPinSlew_ns: 0.5880
floorplan:
  fp_util_pct: 15.93
  die_h_um: 103
  io_pins: 49
  core_area_um2: 6756
  rows: 30
  die_width_um: 103
  die_area_um2: 10610
grt:
  use_met1_pct: 8.455
  gr-usage-met2_pct: 11.51
  gr-usage-all-layers_pct: 6.549
  antenna_found_initial: 0
  grt.busiest_layer: "met2"
  grtUsageMet3_pct: 1.490
  grt-ovfl-total: 0
  grt_first_pass_wirelength_mm: 5.651
  grt_max_degree: 16
  first_global_vias: 1227
drt:
  drc: 0
  num_vias: 1181
  wl_per_cell_um: 12.36
  ant_nets: 0
  antennaDiodeCount: 0
  routed_wirelength_mm: 3.436
  via_per_inst: 4.248
  drt-initial-drc-count: 27
  drt_pass1_iterations: 4
finish:
  drive_above_1_share_pct: 4.545
  fill_cells: 750
  area_delta_synth_final_pct: 54.53
  clkbuf_count: 0
  regArea_um2: 0
  seq_cell_count: 0
worst_setup_path:
  path_class: "primary input to output pin"
  path_delay_family: "simple AND/OR/NAND/NOR gates"
  critPathBufInv: 2
  max_stage_delay_ns: 0.60
  end_kind: "output pin"
  crit_arrival_ns: 6.01
  cp.required_ns: 9.60
  startpoint_type: "primary input"
  cp_slowest_cell: "or4_4"
  path_max_fanout: 5
  path_cells: "clkdlybuf4s50_1, or4_4, nor4b_4, nor2_1, xnor2_1, ha_1, a21oi_1, o21ai_0, a211oi_1, o21bai_1, a211oi_1, xnor2_1, clkdlybuf4s50_1"
min_path:
  hold_depth: 3
  holdPathEnd: "out[0]"
  hp-start: "in1[0]"
  hold_class: "primary input to output pin"
run:
  maxCapViolations: 0
  warnings: 35
clock_network:
  cts_hold_buffers: 0
  cts_resized: 0
  cts_setup_buffers: 0
outcome:
  status: "complete, no violations"
place:
  numPortBuffers: 49
  dp_hpwl_mm: 3.196
  post-place-ws_ns: 3.564
  globalplace.congestion: 0.8723
[cell type report]
class | instances | area [um^2] | share of cell area (%)
multi-input cells | 140 | 1039 | 62.45
repair buffers | 49 | 490.5 | 29.50
well taps | 80 | 100.1 | 6.020
inverters | 9 | 33.78 | 2.032
[cells in the final DEF, fill, tap and decap left out, types with 3 or more instances in the layout]
cell type / Yosys / layout
a211oi_1: 5 / 5
a21oi_1: 19 / 19
clkdlybuf4s50_1: 0 / 49
ha_1: 19 / 19
inv_1: 9 / 9
nand2_1: 11 / 11
nand3_1: 3 / 3
nor2_1: 15 / 15
nor3_1: 6 / 6
o21ai_0: 8 / 8
o21bai_1: 3 / 3
xnor2_1: 11 / 11
xor2_1: 15 / 15
[per-layer routing]
layer  vias to the layer above  part of all wire (%)  routed length (um)
li1                        641                     -                   -
met1                       518                    46                1570
met2                        22                    49                1692
met3                         0                   5.0                 172
met4                         0                     0                   0
met5                         -                     0                   0
[power by group through the flow]
stage,Sequential [mW],Clock [mW],Combinational [mW]
4_1_cts,0,0,0.114
5_1_grt,0,0,0.126
6_report,0,0,0.111
[logic make-up after synthesis]
| group | after synthesis |
|---|---|
| compound gates | 48 |
| simple gates | 44 |
| xor+xnor | 27 |
| fa+ha+maj | 20 |
| buf+inv | 10 |
| mux | 1 |
[metrics by stage]
step	cell area, um^2	util (%)	std cells	hold WS, ns	power [mW]
6_report	1663	24.61	278	5.839	0.1111
5_1_grt	1663	24.61	278	5.890	0.1261
4_1_cts	1663	24.61	278	5.852	0.1144
3_5_place_dp	1663	24.61	278	5.845	0.1138
3_3_place_gp	1663	24.61	278	5.845	0.1138
2_1_floorplan	1076	-	150	4.872	0.05434
[worst max path at each step]
stage | start | end | slack [ns] | depth (start not counted)
CTS | in2[5] | out[14] | 3.56 | 13
global route | in2[3] | out[14] | 3.27 | 13
finish | in2[5] | out[14] | 3.59 | 13
No activity file was given, so power comes from the tool's default toggle rates.
