==> flow/design.v <==
module shiftreg (data_in, data_out,s_in, clk, ld, clr, sft);
  input s_in, clk, ld, clr, sft;
  input [15:0] data_in;
  output reg [15:0] data_out;
  always @ (posedge clk)
    begin
      if (clr) data_out <= 0;
      else if (ld) data_out <= data_in;
      else if (sft) data_out <= {s_in, data_out[15:0]};
    end
endmodule
==> flow/run.sh <==
#!/bin/bash
# OpenROAD 26Q1-2900-gdf79404cd8, Yosys 0.63+post, stock flow scripts
make -C /OpenROAD-flow-scripts/flow DESIGN_CONFIG=/design/flow/config.mk WORK_HOME=/design/flow/orfs finish
==> flow/config.mk <==
export PLATFORM = sky130hd
export DESIGN_NAME = shiftreg
export DESIGN_NICKNAME = shiftreg
export VERILOG_FILES = /design/flow/design.v
export SDC_FILE = /design/flow/constraint.sdc
export NUM_CORES = 4
export LEC_CHECK = 1
export CORE_AREA = 10 10 74 74
export DIE_AREA = 0 0 84 84
==> flow/constraint.sdc <==
current_design shiftreg

set clk_period 1.0
set clk_io_pct 0.2

create_clock -name clk0 -period $clk_period [get_ports {clk}]

set non_clock_inputs [all_inputs -no_clocks]
set_input_delay [expr $clk_period * $clk_io_pct] -clock clk0 $non_clock_inputs
set_output_delay [expr $clk_period * $clk_io_pct] -clock clk0 [all_outputs]
==> Changelog: implementation <==
### Implementation results

- Number of global-route vias before repair: 540
- Buf/Inv on CP: 1
- Die H: 84 um
- Worst min-delay path class: flip-flop to flip-flop
- Pin count of the biggest net entering global routing: 17
- Post-synthesis async set-or-reset flop share: 0
- Largest register by flop count: data_out
- Maximum clock rate: 1.06 GHz
- Hold Path Cell Cnt: 2
- Crit path capture type: primary output
- Detailed Route Iter0 Violations: 15
- Kind of critical path: flip-flop to primary output
- Via count of the routed design: 468
- Final routed wirelength across all metal layers: 1.63 mm
- Overall fraction of global-route tracks in use: 0.0476
- Net Sw Frac: 0.203
- Synth warn: 1
- Power spent charging and discharging nets: 0.000285 W
- Internal Power: 0.00112 W
- Initial antenna violation count: 0
- Antenna Nets Post-Route: 0
- Part of the total power dissipated in the clock network: 0.335
- Average footprint of a synthesized cell: 11.2 um2
- Top cell area share: 0.552
- Largest voltage drop on the vdd net: 499 uV
- Clk ins delay skew pair: 0.24 ns
- Count of hold-fix buffers inserted at cts: 0
- Sequential share of power: 0.499
- Post-synth tally of flip-flops with integrated enable: 0
- Leakage power figure: 0.466 nW
- Top cells by count, synth: 16 x sky130_fd_sc_hd__dfxtp_1, 16 x sky130_fd_sc_hd__mux2i_1, 16 x sky130_fd_sc_hd__nor2_1
- Sequential cell area: 340 um2
- Min Tclk post-route: 0.945 ns
- Setup slack at placement: -0.268 ns
- Clock root buffer: sky130_fd_sc_hd__clkbuf_8
- Vias per cell: 3.39
- Placeable core region: 3970 um2
- Clock tree sinks: 16
- Remaining global-route overflow: 0
- Comb pwr share: 0.166
- Buffer levels on the longest clock path: 2
- CTS tree: yes
- Row count: 23
- Largest regs: data_out (16)
- DRC violations left: 0
- Summed standard-cell area reported by yosys: 581 um2
- Summed instance area of the synthesized netlist: 581 um2
- Die area: 7060 um2
- Tool warnings: 27
- Highest fanout seen on the critical path: 2
- Register share after synthesis: 0.552
- Multiplexer fraction of the synthesized cell area: 0.276
- Routability-driven placement congestion ratio: 0.687
- Final-layout worst hold slack: 0.479 ns
- Critical Path Source: data_out[13]
- Slack of the critical path: 0.0554 ns
- Router iterations before antenna repair: 2
- Data arrival, critical path: 0.74 ns
- Outcome: finished clean
- Worst Path Required: 0.80 ns
- Top-level port count: 37
- Slew margin rel.: 0.913
- Max Transition Viols Final: 0
- Width of the die: 84 um
- Flops & latches, synth: 16
- Fraction of the core area covered by cells at the end of the flow: 0.270
- Distinct cell type count after synthesis: 7
- Nature of the critical path startpoint: flip-flop
- Post-CTS setup buffer count: 0
- Layout-stage area growth over the synthesis result: 84.5%
- Crit path cell chain: clkdlybuf4s15_1
- Final-report setup violation count: 0
- DP HPWL: 1.19 mm
- Slowest cell on the critical path: sky130_fd_sc_hd__dfxtp_2
- Dominant comb cell: multiplexers
- Critical path depth: 1
- Number of I/O port buffers: 34
- Inserted Clock Buffers: 3
- Number of levels in the clock H-tree: 1
- Hold violation total from the final report: 0
- Most area-consuming cells after synthesis: sky130_fd_sc_hd__dfxtp_1 55%, sky130_fd_sc_hd__mux2i_1 28%, sky130_fd_sc_hd__nor2_1 10%
- Setup repair after global routing missed its margin: false
- Starting utilization of the core area: 0.146
- RR Startpoint: data_out[13]
- PD cells: 1310 nW/um2
- Number of max-cap violations: 0
- WL per Instance: 11.8 um
- Worst path max stage delay: 0.33 ns
- Tally of filler cells in the layout: 410
- Kind of cell adding the most delay to the critical path: flip-flops
- Largest area contributor in the netlist: sky130_fd_sc_hd__dfxtp_1
- Fraction of layout cells with a size suffix above 1: 0.261
- XOR/XNOR Area Share: 0
- R2R depth: 2
- FA/HA/MAJ Cells, Area Fraction: 0
- Combinational Area: 220 um2
- Main synth FF type: sky130_fd_sc_hd__dfxtp_1
- Yosys simple share: 0.103
- Startpoint of the worst hold path: data_out[5]
- Cell total in the yosys stat output: 52
- Ant. Diodes: 0
- Setup clock skew after layout: 0 ns
- Transition at the pin with the smallest max-transition slack: 0.128 ns
- First-pass GRT wire length: 2.76 mm
- And-or/or-and share of the synthesized area: 0
- Instance count of the mapped netlist: 52
- Worst-path clk slew: 0.06 ns
- Final Cycle Share: 0.945
- Flip-flop count of the largest register after layout: 16
## per-stage QoR
| step | power [W] | TNS (ns) | area (um2) | instances |
|---|---|---|---|---|
| final | 0.00140 | 0 | 1070 | 138 |
| after detailed placement | 0.000946 | -4.08 | 983 | 134 |
| after CTS | 0.00144 | 0 | 1070 | 138 |
| after floorplan | 0.000783 | 0 | 581 | 52 |
| after global routing | 0.00150 | 0 | 1070 | 138 |
| after global placement | 0.000943 | -3.88 | 983 | 134 |
## cell type report
class	instances	area share
well taps	50	0.0584
repair buffers	37	0.380
clock buffers	3	0.0386
multi-input cells	32	0.206
flip-flops and latches	16	0.318
## power groups by stage
stage                 clock network [W]  registers (W)  logic, W
final                          0.000470       0.000701  0.000233
after global routing           0.000537       0.000706  0.000257
after CTS                      0.000501       0.000700  0.000237
## cell usage in the layout, fill, tap and decap left out
cell type and n:
sky130_fd_sc_hd__clkdlybuf4s50_1 17, sky130_fd_sc_hd__mux2i_1 16, sky130_fd_sc_hd__nor2_1 16, sky130_fd_sc_hd__dfxtp_2 16
sky130_fd_sc_hd__clkdlybuf4s15_1 15, sky130_fd_sc_hd__clkbuf_8 3, sky130_fd_sc_hd__buf_12 2, sky130_fd_sc_hd__bufbuf_16 1
sky130_fd_sc_hd__dlygate4sd2_1 1, sky130_fd_sc_hd__clkbuf_2 1
## timing repair
action | 4_1_cts | 5_1_grt
gates cloned | 1 | 0
endpoints found under the setup margin | 19 | 7
gates resized | 43 | 7
## metal layers
metal  wire length (um)  up-vias  track usage
met5                  0        -            0
met4                  0        0      0.00457
met3                247        0       0.0354
met2                749       22       0.0718
met1                636      199       0.0549
li1                   -      247            -
## logic make-up after synthesis
logic type	count (synthesis)
flip-flops	16
buffers and inverters	4
multiplexers	16
AND/OR/NAND/NOR	16
## final timing paths
check / end / slack, ns
setup reg to reg: data_out[13] / 0.40
hold / removal: data_out[5] / 0.48
setup / recovery: data_out[13] / 0.06
hold reg to reg: data_out[5] / 0.48
Power is estimated from default activity; no workload was simulated.
